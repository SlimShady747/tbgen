==> design.v <==
`default_nettype none
`timescale 1ns/10ps
module top(input clk, input rst, input run, input hold, output LED1, output LED2, output LED3,
	   output LED4, output LED5);
   reg [2:0] 	  count=0;   
   reg [7:0] 	  ctimer=0;
   reg 		  go=0;
   localparam CW = 2'b00;
   localparam CWAIT = 2'b01;
   localparam CCW = 2'b10;
   localparam CCWAIT = 2'b11;
   reg [1:0] state=CW;
   reg [3:0] leds=1;
   reg 	     blink=0;
   assign LED1=leds[0];
   assign LED2=leds[1];
   assign LED3=leds[2];
   assign LED4=leds[3];
   assign LED5=blink;
   always @(posedge clk)
     begin
	if (rst) 
	  begin
	     count<=0;
	     ctimer<=0;
	  end
	if (~go & run) begin
	   go<=1'b1;
	end
	if (go & hold ) begin
	  go<=1'b0;
	  count<=3;   
	end
	if (go) count<=count+1;   
	if (go && ctimer!=0 && count==0) ctimer<=ctimer-1;
	case (state)
	     CW:
	       begin
		  leds={leds[2:0],1'b0};
		  ctimer<=25;
		  blink<=~blink;
		  state<=CWAIT;
	       end
   	     CWAIT:
	       begin
		  if (ctimer==0)
		    begin
		       state<=leds[3]?CCW:CW;
		    end
	       end
	  CCW:
	    begin
	       leds={1'b0,leds[3:1]};
	       blink<=~blink;
	       ctimer<=25;
	       state=CCWAIT;
	    end
	  CCWAIT:
	    begin
	       if (ctimer==0)
		 begin
		    state<=leds[0]?CW:CCW;
		 end
	    end
	  default:
	    begin
	       state<=CW;   
	    end
	endcase  
     end
endmodule  
==> run.sh <==
#!/bin/bash
# OpenROAD 26Q1-2900-gdf79404cd8, Yosys 0.63+post, stock flow scripts
make -C /OpenROAD-flow-scripts/flow DESIGN_CONFIG=/design/flow/config.mk WORK_HOME=/design/flow/orfs finish
==> config.mk <==
export PLATFORM = sky130hd
export DESIGN_NAME = top
export DESIGN_NICKNAME = top
export VERILOG_FILES = /design/flow/design.v
export SDC_FILE = /design/flow/constraint.sdc
export NUM_CORES = 4
export LEC_CHECK = 1
export CORE_AREA = 10 10 81 81
export DIE_AREA = 0 0 91 91
==> constraint.sdc <==
current_design top

set clk_period 4.9
set clk_io_pct 0.2

create_clock -name clk0 -period $clk_period [get_ports {clk}]

set non_clock_inputs [all_inputs -no_clocks]
set_input_delay [expr $clk_period * $clk_io_pct] -clock clk0 $non_clock_inputs
set_output_delay [expr $clk_period * $clk_io_pct] -clock clk0 [all_outputs]
==> impl_metrics.tcl <==
# yosys + openroad results
set metrics [dict create \
    combGateArea_um2 443 \
    cp_slowest_cell "clkdlybuf4s50_1" \
    clock.fmax_mhz 471 \
    fin_crit_sh_pct 43.3 \
    clock_path_buffers 2 \
    flop_area_um2 480 \
    r2r-start "count[0]" \
    fp-utilization_pct 20.1 \
    fin_area_um2 1170 \
    numSynthFlops 19 \
    grt_setup_unrepaired "no" \
    path_class "input pin to register" \
    worst_clock_skew_ns 0.00922 \
    ir_drop_uv 116 \
    place_area_um2 1120 \
    clk_latency_ns 0.26 \
    flop_cell "edfxtp_1" \
    crit_chain "clkdlybuf4s50_1 > nor4_1 > o2bb2ai_1 > a21o_1 > a221o_1" \
    post-synth-top-area-fraction_pct 31.0 \
    ant_nets 0 \
    root_buffer "clkbuf_8" \
    cp_data_required_time_ns 5.05 \
    cts_buffers 3 \
    via_per_inst 4.07 \
    syn_area_um2 970 \
    cts_tree "yes" \
    cp-end-kind "register" \
    critPathLaunch "rst" \
    gp_congestion 0.847 \
    cp.arrival_ns 2.27 \
    fin_ws_ns 2.78 \
    path_clk_slew_ns 0.08 \
    met2_usage_pct 5.97 \
    finalSetupViolations 0 \
    hold_class "register to register" \
    yosys.stat.seqShare_pct 49.5 \
    common_cells "10 x edfxtp_1, 9 x dfxtp_1, 9 x inv_1, 8 x nand2_1" \
    ys_types 37 \
    cap_violations 0 \
    setup_tns_ns 0 \
    fill_cells 514 \
    vias 676 \
    avgSynthCellArea_um2 10.8 \
    n_antenna_cell 0 \
    post-cts-setup-buffer-count 0 \
    top_area_cell "edfxtp_1" \
    edf_count 10 \
    hold_start "go" \
    dp_hpwl_mm 1.24 \
    power_density_nw_per_um2 273 \
    post-route-util_pct 24.2 \
    core-area_um2 4820 \
    global_route.usage.met3_pct 2.07 \
    chip_area_um2 8280 \
    area_growth_pct 20.4 \
    async_flop_share_pct 0 \
    status "finished clean" \
    place_ws_ns 2.53 \
    cpPeakStageDelay_ns 0.57 \
    max_slew_margin_pct 51.9 \
    num_rows 25 \
    crit_fanout 6 \
    grt-ovfl-total 0 \
    ys_cells 90 \
    grt-busiest-layer "met2" \
    path_delay_family "AND-OR/OR-AND gates" \
    grt_pass1_wl_mm 2.90 \
    grt_antenna_before_repair 0 \
    drive_gt1_share_pct 10.1 \
    yosysWarnings 1 \
    synth_cells 90 \
    hold_buffers 0 \
    yosys_area_um2 970 \
    wl_per_cell_um 10.3 \
    port_buffers 8 \
    h-tree-depth 1 \
    grt_max_degree 18 \
    cp-start-kind "input pin" \
    most_common_cell "edfxtp_1" \
    fin_hold_ws_ns 0.529 \
    cts_resized 0 \
    drt_iter0_drc 35 \
    dieHeight_um 91 \
    leakage_nw 0.450 \
    clock_sink_count 19 \
    grtUsageTotal_pct 4.12 \
    cp_num_buf_inv 1 \
    first_global_vias 618 \
    die_x_um 91 \
    finalMaxSlewViolations 0 \
    warning_count 27 \
    period_needed_ns 2.12 \
    wl_mm 1.70 \
    use_met1_pct 5.73 \
    drcViolationCount 0 \
    firstDrtPassIters 4 \
    worst_pin_slew_ns 0.715 \
    io_pins 9 \
    top_cells_by_area "edfxtp_1 31%, dfxtp_1 19%, ha_1 5.2%" \
    hold_viol_final 0 \
]
[placed cells by master, fill, tap and decap left out, types with 2 or more instances in the layout]
master / instances
nand4_1: 3
ha_1: 4
edfxtp_1: 10
mux2_2: 2
and2_1: 3
or3_1: 2
nand2_1: 8
nand4b_1: 2
nor4_1: 2
nand3_1: 4
mux2i_1: 2
clkdlybuf4s50_1: 8
clkbuf_8: 3
nand3b_1: 2
o211ai_1: 2
inv_1: 9
a21oi_1: 4
dfxtp_1: 9
[metal layers]
metal	up-vias	share of wire, %
met4	0	0
met1	316	52
met3	0	6.0
li1	347	-
met5	-	0
met2	13	42
[flip-flops by register name (all words and copies together) (netlist names)]
| signal | cells |
|---|---|
| ctimer | 8 |
| leds | 4 |
| count | 3 |
| state | 2 |
| blink | 1 |
| go | 1 |
[cell type report]
cell class                 count  area share [%]
sequential                    19            41.2
multi-input combinational     59            37.9
tap                           67            7.18
timing repair buffer           8            6.86
clock buffer                   3            3.54
inverter                       9            2.89
clock inverter                 1           0.429
[cells by family after synthesis]
kind of cell	Yosys count	synth area share, %
AND-OR/OR-AND	14	10.7
XOR/XNOR	1	0.903
adder cells (fa/ha/maj)	4	5.16
buffers and inverters	12	4.77
flip-flops	19	49.5
multiplexers	4	4.39
AND/OR/NAND/NOR	36	24.5
[final timing paths]
path | to | slack, ns | cells after the start
setup / recovery | ctimer[3] | 2.78 | 5
hold / removal | go | 0.53 | 1
setup reg to reg | ctimer[4] | 3.07 | 6
hold reg to reg | go | 0.53 | 1
[per-stage QoR]
| stage | power (mW) | instances |
|---|---|---|
| floorplan | 0.205 | 90 |
| global placement | 0.211 | 162 |
| detailed placement | 0.213 | 162 |
| CTS | 0.324 | 166 |
| global route | 0.336 | 166 |
| finish | 0.319 | 166 |
[power by group]
part	internal [mW]	switching (mW)	leakage (nW)
combinational	0.0157	0.0157	0.257
clock	0.0565	0.0521	0.0255
sequential	0.174	0.00427	0.167
No activity file was given, so power comes from the tool's default toggle rates.
